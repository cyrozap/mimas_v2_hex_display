File: /design/flow/run.sh
#!/bin/bash
# OpenROAD 26Q1-2900-gdf79404cd8, Yosys 0.63+post, stock flow scripts
make -C /OpenROAD-flow-scripts/flow DESIGN_CONFIG=/design/flow/config.mk WORK_HOME=/design/flow/orfs finish
File: /design/flow/config.mk
export PLATFORM = sky130hd
export DESIGN_NAME = display_hex_byte
export DESIGN_NICKNAME = display_hex_byte
export VERILOG_FILES = /design/flow/design.v
export SDC_FILE = /design/flow/constraint.sdc
export NUM_CORES = 4
export LEC_CHECK = 1
export CORE_UTILIZATION = 30
File: /design/flow/constraint.sdc
current_design display_hex_byte

set clk_period 4.3
set clk_io_pct 0.2

create_clock -name clk0 -period $clk_period [get_ports {clk}]

set non_clock_inputs [all_inputs -no_clocks]
set_input_delay [expr $clk_period * $clk_io_pct] -clock clk0 $non_clock_inputs
set_output_delay [expr $clk_period * $clk_io_pct] -clock clk0 [all_outputs]
File: /design/flow/design.v
module display_hex_byte(
	input clk,
	input [7:0] hex_byte,
	output wire [7:0] segments,
	output wire [2:0] segments_enable
	);
	parameter refresh_rate = 1000;       
	parameter sys_clk_freq = 100000000;  
	localparam clk_divider = sys_clk_freq / (refresh_rate * 3);
	reg [31:0] divider;
	reg [7:0] segments_out;
	reg [2:0] segments_enable_out;
	assign segments = ~segments_out;
	assign segments_enable = ~segments_enable_out;
	wire [7:0] high_segments;
	wire [7:0] low_segments;
	nibble_to_segments high_nib(hex_byte[7:4], high_segments);
	nibble_to_segments low_nib(hex_byte[3:0], low_segments);
	always @(posedge clk) begin
		if (divider < clk_divider)
			divider <= divider + 1;
		else begin
			divider <= 0;
			case (segments_enable_out)
				3'b001: begin
					segments_out <= 8'b00101110;    
					segments_enable_out <= 3'b100;  
				end
				3'b100: begin
					segments_out <= high_segments;  
					segments_enable_out <= 3'b010;  
				end
				3'b010: begin
					segments_out <= low_segments;   
					segments_enable_out <= 3'b001;  
				end
				default: begin
					segments_out <= 8'h00;          
					segments_enable_out <= 3'b001;  
				end
			endcase
		end
	end
endmodule
module nibble_to_segments(
	input [3:0] nibble,
	output wire [7:0] segments
	);
	reg [7:0] segments_out;
	assign segments = segments_out;
	always begin
		case (nibble)
			4'h0: segments_out = 8'b11111100;
			4'h1: segments_out = 8'b01100000;
			4'h2: segments_out = 8'b11011010;
			4'h3: segments_out = 8'b11110010;
			4'h4: segments_out = 8'b01100110;
			4'h5: segments_out = 8'b10110110;
			4'h6: segments_out = 8'b10111110;
			4'h7: segments_out = 8'b11100000;
			4'h8: segments_out = 8'b11111110;
			4'h9: segments_out = 8'b11110110;
			4'ha: segments_out = 8'b11101110;
			4'hb: segments_out = 8'b00111110;
			4'hc: segments_out = 8'b10011100;
			4'hd: segments_out = 8'b01111010;
			4'he: segments_out = 8'b10011110;
			4'hf: segments_out = 8'b10001110;
		endcase
	end
endmodule
==> results.py <==
# Metrics from the implementation run
metrics = {
    "layout": {
        "final_core_util": 0.370,
        "drive_gt1_frac": 0.115,
        "fillCellCount": 669,
        "lay_top_count": "dfxtp_1",
        "finalNonFillerCells": 339,
        "area_delta_synth_final_pct": 19.7,
        "final_cell_mix": "dfxtp_1, inv_1, clkdlybuf4s50_1",
    },
    "final_timing": {
        "rsz0062_at_grt": "no",
        "final_max_slew_viol_count": 0,
        "finalSetupViolCount": 0,
        "fin_ws_ns": 1.94,
        "fmax_ghz": 0.423,
        "hold_viol_final": 0,
        "skew_ns": 0.00595,
        "period_needed_ns": 2.36,
        "tns_ns": 0,
        "period_used_share": 0.550,
    },
    "route": {
        "first_pass_iters": 4,
        "detail-route-antenna-nets": 0,
        "vias_per_cell": 4.26,
        "dr.first_iter.drc_count": 52,
        "dr_total_vias": 1444,
        "drt-total-wl_um": 3520,
        "num_antenna_cells": 0,
        "routedWlPerCell_um": 10.4,
        "drc": 0,
    },
    "setup_path": {
        "crit_family": "buffers and inverters",
        "cp.arrival_ns": 2.50,
        "crit_path_end": "segments_out[4]$_DFFE_PP_",
        "worstPathRequired_ns": 4.43,
        "start_kind": "input pin",
        "reg2regPathDepth": 4,
        "crit_type": "input pin to flop",
        "crit_path_max_incr_delay_ns": 0.55,
        "slowest_stage": "clkdlybuf4s50_1",
        "reg2reg_from": "divider[12]$_SDFF_PP0_",
        "reg2reg_to": "segments_out[1]$_DFFE_PP_",
        "path_max_fanout": 5,
        "cp.buffers_inverters": 3,
        "critPathLaunch": "hex_byte[4]",
        "cp_num_cells": 6,
        "cpMostUsedCell": "inv_1",
        "ff2ff_setup_slack_ns": 2.20,
        "path_cells": "clkdlybuf4s50_1 -> inv_1 -> ha_1 -> inv_1 -> mux4_2 -> o22ai_1",
        "endpoint_kind": "flop",
    },
    "floorplanning": {
        "io_pins": 20,
        "initial_core_util": 0.309,
        "die_area_sq_um": 7340,
        "core-area_sq_um": 6790,
        "dieWidth_um": 85.7,
        "die_y_um": 85.7,
        "row_count": 30,
    },
    "synthesis": {
        "synth.cellmix.adderShare": 0.0834,
        "avgSynthCellArea_sq_um": 10.1,
        "synth-xor-area-share": 0.0584,
        "async_flop_share": 0,
        "simple_gate_share": 0.200,
        "yosys.area_share.aoi": 0.0828,
        "yosysWarnings": 2,
        "synth-edff-count": 10,
        "synth.logic.top_family": "simple AND/OR/NAND/NOR gates",
        "synth_cell_types": 44,
        "syn_area_sq_um": 2100,
        "ff_type": "dfxtp_1",
        "ys_seq_frac": 0.448,
        "mux_area_frac": 0.0613,
        "yosys_cells": 208,
        "synthCells": 208,
        "ys_area_sq_um": 2100,
        "ys_seq_elements": 42,
    },
    "power": {
        "ir_drop_mv": 0.109,
        "p_per_area_nw_per_um2": 284,
        "p_leak_nw": 0.972,
    },
    "clock_tree": {
        "cts-root-buf": "clkbuf_8",
        "post_cts_buffers": 0,
        "numCtsBuffers": 5,
        "htree_levels": 2,
        "path_clk_slew_ns": 0.08,
        "clkSinkCount": 42,
        "cts_resized": 0,
        "hold_buffers": 0,
        "cts_buffer_depth": 2,
        "cts_tree": "built",
        "clock_latency_ns": 0.29,
    },
    "grt": {
        "grt_overflow_total": 0,
        "grt_pass1_vias": 1399,
        "gr-usage-all-layers": 0.107,
        "grt_start_max_net_pins": 18,
        "antenna_found_initial": 0,
        "grt_pass1_wl_um": 6260,
    },
    "placed_design": {
        "portBuffers": 18,
        "place_hpwl_um": 2570,
        "place_inst": 331,
        "gp_congestion": 0.936,
        "pre_cts_ws_ns": 1.63,
    },
    "job": {
        "cap_violations": 0,
        "warnings": 36,
    },
    "outcome": {
        "outcome": "finished, final reports clean",
    },
    "min_path": {
        "hold_path_class": "flop to flop",
    },
}
report_power, final:
| part | total, mW | switching, mW | internal [mW] |
|---|---|---|---|
| sequential | 0.413 | 0.00202 | 0.411 |
| clock | 0.250 | 0.136 | 0.114 |
| combinational | 0.0519 | 0.0263 | 0.0256 |
| total | 0.715 | 0.164 | 0.551 |
state kept, by name, summed over array words and instances (netlist names):
register / cells
segments_out: 7
divider: 32
segments_enable_out: 3
cells in the mapped netlist, types with 2 or more instances:
library cell  number  area share
dfxtp_1           32        0.30
inv_1             25       0.045
ha_1              14       0.083
xnor2_1           13       0.054
nand2_1           11       0.020
nand3_1           11       0.026
edfxtp_1          10        0.14
nor3_1            10       0.024
nor3_2            10       0.048
nor2_1             8       0.014
nor4_1             7       0.021
mux2i_1            5       0.024
o211ai_1           4       0.014
o21ai_0            4      0.0095
mux2_2             3       0.016
nand2b_1           3      0.0089
nand4_1            3      0.0089
a221o_1            2      0.0095
a31oi_1            2      0.0060
buf_1              2      0.0036
clkbuf_1           2      0.0036
conb_1             2      0.0036
mux4_2             2       0.021
nor2b_1            2      0.0060
o22ai_1            2      0.0060
kinds of logic (layout without fill, tap and decap cells):
group,after synthesis,after routing
AND/OR/NAND/NOR,71,71
XOR/XNOR,14,14
flip-flops,42,42
other,2,17
adder cells (fa/ha/maj),14,14
buffers and inverters,32,52
multiplexers,10,10
AND-OR/OR-AND,23,23
area by class of cell:
type / instances / area, sq um / area share
sequential: 42 / 941 / 0.374
clock inverter: 3 / 20.0 / 0.00796
multi-input combinational: 149 / 1080 / 0.431
inverter: 25 / 93.8 / 0.0373
clock buffer: 5 / 68.8 / 0.0274
tap: 96 / 120 / 0.0478
timing repair buffer: 19 / 188 / 0.0746
metrics by stage:
step	hold slack, ns	total power [mW]	cell area, sq um
detailed placement	0.514	0.475	2430
finish	0.525	0.715	2510
global route	0.554	0.752	2510
global placement	0.514	0.474	2430
CTS	0.527	0.727	2510
floorplan	0.477	0.458	2160
routing by layer:
metal  up-vias  GRT usage  share of wire
li1        777          -              -
met1       649      0.170           0.52
met2        14      0.161           0.45
met3         4     0.0195          0.023
met4         0     0.0152         0.0085
met5         -          0              0
worst reg2reg max path: stages, from the launching register on:
cell     delay, ns
dfxtp_1       0.35
or4_1         0.52
o21ai_2       0.14
nand2_2       0.27
or2_1         0.50
worst min-delay path by stage:
stage                         start                     to  slack (ns)  cells past startpoint
CTS           divider[0]$_SDFF_PP0_  divider[0]$_SDFF_PP0_        0.53                      1
global route  divider[0]$_SDFF_PP0_  divider[0]$_SDFF_PP0_        0.55                      1
finish        divider[0]$_SDFF_PP0_  divider[0]$_SDFF_PP0_        0.52                      1
Power figures rest on the tool's default switching activity, not on a simulated workload.
